===== flow/run.sh =====
#!/bin/bash
# OpenROAD 26Q1-2900-gdf79404cd8, Yosys 0.63+post, stock flow scripts
make -C /OpenROAD-flow-scripts/flow DESIGN_CONFIG=/design/flow/config.mk WORK_HOME=/design/flow/orfs finish

===== flow/config.mk =====
export PLATFORM = sky130hd
export DESIGN_NAME = MAC
export DESIGN_NICKNAME = MAC
export VERILOG_FILES = /design/flow/design.v
export SDC_FILE = /design/flow/constraint.sdc
export NUM_CORES = 4
export LEC_CHECK = 1
export CORE_UTILIZATION = 50
export SYNTH_HDL_FRONTEND = slang

===== flow/constraint.sdc =====
current_design MAC

set clk_period 18.7
set clk_io_pct 0.2

create_clock -name clk0 -period $clk_period [get_ports {i_clk}]

set non_clock_inputs [all_inputs -no_clocks]
set_input_delay [expr $clk_period * $clk_io_pct] -clock clk0 $non_clock_inputs
set_output_delay [expr $clk_period * $clk_io_pct] -clock clk0 [all_outputs]

===== flow/design.v =====
module MAC #(parameter ABIT = 8, BBIT = 8, EBIT = 8)  
(
	i_clk,
	i_a, i_b, i_loadVal,
	i_load, i_add, i_useMul,
	o_result
);
	localparam MBIT = ABIT+BBIT;  
	localparam TBIT = MBIT+EBIT;  
	input i_clk, i_load, i_add, i_useMul;
	input signed [ABIT-1:0] i_a;
	input signed [BBIT-1:0] i_b;
	input signed [TBIT-1:0] i_loadVal;
	output reg signed [TBIT-1:0] o_result;
	wire signed [MBIT-1:0] i_a_se = {{BBIT{i_a[ABIT-1]}}, i_a};
	wire signed [TBIT-1:0] prevVal = i_load? i_loadVal: o_result;
	wire signed [MBIT-1:0] mul_result = i_a_se * i_b;
	wire signed [TBIT-1:0] mac_result = i_add? (prevVal+mul_result): (prevVal-mul_result);
	always@(posedge i_clk) begin
		o_result <= i_useMul? mac_result: prevVal;
	end
endmodule

==> impl_metrics.tcl <==
# yosys + openroad results
set metrics [dict create \
    adder_share_pct 34.2 \
    drc 0 \
    largest_reg_flops 24 \
    ys.flop_type "dfxtp_1" \
    post-cts-setup-buffers 0 \
    crit_end "o_result[21]$_DFF_P_" \
    placed_cells 816 \
    crit_fanout 8 \
    end_kind "flop" \
    grt_max_degree 37 \
    grt_usage_pct 21.8 \
    synth_cell_types 64 \
    grt.overflow.total 0 \
    worstSetupPathType "primary input to flop" \
    crit_slowest_cell "fa_1" \
    ys_warn_count 0 \
    drt-initial-drc-count 105 \
    rsz0062_at_grt "no" \
    numSynthFlops 24 \
    outcome "completed" \
    maxCapViolations 0 \
    r2r_cells 11 \
    fin_crit_ns 10.65 \
    ys_cells 621 \
    dieArea_mm2 0.0111 \
    setup_viol 0 \
    h-tree-depth 1 \
    largest_register "o_result" \
    edf_count 0 \
    hold_buffers 0 \
    area_growth_pct 16.3 \
    yosys_area_mm2 0.00533 \
    stdcell_area_mm2 0.00620 \
    clock_path_buffers 2 \
    fp_util_pct 51.7 \
    yosys.area_share.aoi_pct 15.5 \
    clkTransAtPathRegs_ns 0.10 \
    logic_family "adder cells" \
    tool_warnings 29 \
    cp.arrival_ns 10.85 \
    start_kind "primary input" \
    final_cells 820 \
    die-width_um 105 \
    cts_tree "built" \
    insertion_delay_ns 0.27 \
    skew_ns 0.0122 \
    hpwl_mm 9.12 \
    layout-drive-gt1-share_pct 8.48 \
    drtPass1Iterations 4 \
    clock-sinks 24 \
    avgSynthCellArea_um2 8.59 \
    simple_gate_area_share_pct 18.8 \
    num_rows 37 \
    ys_sh_xor_pct 7.16 \
    grt_pass1_vias 4298 \
    wl_per_cell_um 13.0 \
    synthesis.area_mm2 0.00533 \
    required_ns 18.90 \
    die_h_um 105 \
    yosys.stat.seqShare_pct 9.01 \
    grt_pass1_wl_mm 19.3 \
    n_antenna_cell 0 \
    postSynthCellCount 621 \
    fmax_mhz 93.9 \
    cts_made_buffers 3 \
    totalWireLength_mm 10.6 \
    grt_antenna_before_repair 0 \
    coreArea_mm2 0.0103 \
    port_buffers 67 \
    placed_area_mm2 0.00615 \
    relSlewSlack_pct 52.9 \
    async_flop_share_pct 0 \
    final-max-slew-violation-count 0 \
    critPathMaxStageDelay_ns 0.62 \
    min_period_over_period_pct 57.0 \
    rrSetupSlack_ns 15.40 \
    setup_tns_ns 0 \
    reg.largest.list "o_result (24)" \
    worstMarginPinSlew_ns 0.696 \
    hold_viol 0 \
    vias 4381 \
    cts.root.buffer_cell "clkbuf_8" \
    reg2reg_to "o_result[22]$_DFF_P_" \
    yosys-mux-area-fraction_pct 7.77 \
    io_pins 68 \
    avgViaCountPerCell 5.34 \
    place_congestion 0.899 \
    post_cts_resized 0 \
    cp-startpoint "i_b[3]" \
    r2r_start "o_result[0]$_DFF_P_" \
    postRouteAntennaNets 0 \
    min_path_type "flop to flop" \
]
==> worst max-delay path, delay by kind of cell <==
kind,cells,cell delay (ns)
adder cells (fa/ha/maj),6,2.83
AND/OR/NAND/NOR,8,2.15
AND-OR/OR-AND,6,1.26
buffers and inverters,5,0.86
==> synthesized netlist by cell type, drive strengths merged (8+ instances only) <==
cell type  number  area share (%)
o21ai          26             2.4
and2           49             5.8
nand2          31             2.2
ha             56              13
dfxtp          24             9.0
inv            94             6.6
xnor2          30             4.9
a21o           12             1.7
fa             56              21
a21oi          30             2.8
xor2           11             1.8
a211oi          8             1.2
mux2           35             7.4
o21a           13             1.8
nor2           38             2.7
==> cell type report <==
class / count / area, um2
clock buffer: 4 / 55.1
fill: 911 / 4120
inverter: 95 / 357
multi-input combinational: 491 / 4450
sequential: 24 / 480
tap: 136 / 170
timing repair buffer: 70 / 693
==> routing by layer <==
| metal | GRT usage (%) | part of all wire, % | wire (um) |
|---|---|---|---|
| met1 | 33.6 | 50 | 5320 |
| met4 | 0.704 | 0.34 | 36 |
| met3 | 3.53 | 3.3 | 346 |
| met2 | 35.4 | 46 | 4930 |
| met5 | 0 | 0 | 0 |
==> cell families (layout without fill, tap and decap cells) <==
kind of cell	after synthesis	count (layout)
AND-OR/OR-AND	123	123
buffers and inverters	106	169
adder cells (fa/ha/maj)	112	112
flip-flops	24	24
multiplexers	37	37
AND/OR/NAND/NOR	177	177
XOR/XNOR	42	42
==> how the worst min path moves through the flow <==
stage	from	end	slack [ns]	cells past startpoint
after CTS	o_result[23]$_DFF_P_	o_result[23]$_DFF_P_	0.60	2
after global routing	o_result[23]$_DFF_P_	o_result[23]$_DFF_P_	0.63	2
final	o_result[23]$_DFF_P_	o_result[23]$_DFF_P_	0.61	2
==> per-stage QoR <==
stage	hold WS, ns	utilization (%)	worst slack [ns]
after detailed placement	0.547	59.5	7.79
final	0.607	60.1	8.05
after global routing	0.628	60.1	7.50
after CTS	0.599	60.1	8.07
after global placement	0.585	59.5	7.82
after floorplan	0.493	-	8.99
==> layout by cell type, fill, tap and decap left out, drive strengths merged, types with 3 or more instances in the layout <==
cell,netlist,routed
a211oi,8,8
a21o,12,12
a21oi,30,30
a31oi,7,7
and2,49,49
and3,3,3
buf,4,3
clkbuf,7,4
clkdlybuf4s50,0,67
dfxtp,24,24
fa,56,56
ha,56,56
inv,94,94
mux2,35,35
nand2,31,31
nand2b,7,7
nand3,5,5
nand4,5,5
nor2,38,38
nor2b,7,7
nor3,7,7
nor3b,3,3
nor4,3,3
o21a,13,13
o21ai,26,26
o21bai,5,5
o311ai,3,3
o31ai,3,3
or2,3,3
or3,5,5
xnor2,30,30
xor2,11,11
