[/design/flow/run.sh]
#!/bin/bash
# OpenROAD 26Q1-2900-gdf79404cd8, Yosys 0.63+post, stock flow scripts
make -C /OpenROAD-flow-scripts/flow DESIGN_CONFIG=/design/flow/config.mk WORK_HOME=/design/flow/orfs finish
[/design/flow/config.mk]
export PLATFORM = sky130hd
export DESIGN_NAME = SIPO
export DESIGN_NICKNAME = SIPO
export VERILOG_FILES = /design/flow/design.v
export SDC_FILE = /design/flow/constraint.sdc
export NUM_CORES = 4
export LEC_CHECK = 1
export CORE_AREA = 10 10 95 95
export DIE_AREA = 0 0 105 105
export SYNTH_HDL_FRONTEND = slang
[/design/flow/constraint.sdc]
current_design SIPO

set clk_period 1.2
set clk_io_pct 0.2

create_clock -name clk0 -period $clk_period [get_ports {i_clk}]

set non_clock_inputs [all_inputs -no_clocks]
set_input_delay [expr $clk_period * $clk_io_pct] -clock clk0 $non_clock_inputs
set_output_delay [expr $clk_period * $clk_io_pct] -clock clk0 [all_outputs]
[/design/flow/design.v]
module PISO #(parameter BIT = 8, NDATA = 3, TAIL = 0)
(
	input i_clk,
	input i_load,
	input i_shift,
	input [BIT-1:0] i_data [0:NDATA-1],
	output [BIT-1:0] o_data
);
	reg [BIT-1:0] data_buf_r [0:NDATA-1];
	reg [BIT-1:0] data_buf_w [0:NDATA-1];
	assign o_data = data_buf_r[0];
	always@(*) begin
		if (i_load) begin
			for (int i = 0; i < NDATA; ++i) begin
				data_buf_w[i] = i_data[i];
			end
		end else if (i_shift) begin
			for (int i = 0; i < NDATA-1; ++i) begin
				data_buf_w[i] = data_buf_r[i+1];
			end
			data_buf_w[NDATA-1] = TAIL;
		end else begin
			for (int i = 0; i < NDATA; ++i) begin
				data_buf_w[i] = data_buf_r[i];
			end
		end
	end
	always@(posedge i_clk) begin
		for (int i = 0; i < NDATA; ++i) begin
			data_buf_r[i] <= data_buf_w[i];
		end
	end
endmodule
module SIPO #(parameter BIT = 8, NDATA = 3)
(
	input i_clk,
	input i_shift,
	input [BIT-1:0] i_data,
	output [BIT-1:0] o_data [0:NDATA-1]
);
	reg [BIT-1:0] data_buf_r [0:NDATA-1];
	reg [BIT-1:0] data_buf_w [0:NDATA-1];
	assign o_data = data_buf_r;
	always@(*) begin
		if (i_shift) begin
			for (int i = 0; i < NDATA-1; ++i) begin
				data_buf_w[i] = data_buf_r[i+1];
			end
			data_buf_w[NDATA-1] = i_data;
		end else begin
			for (int i = 0; i < NDATA; ++i) begin
				data_buf_w[i] = data_buf_r[i];
			end
		end
	end
	always@(posedge i_clk) begin
		for (int i = 0; i < NDATA; ++i) begin
			data_buf_r[i] <= data_buf_w[i];
		end
	end
endmodule
module Delay #(parameter BIT = 8, DELAY = 3)
(
	input i_clk,
	input [BIT-1:0] i_data,
	output [BIT-1:0] o_data
);
	reg [BIT-1:0] data_buf [0:DELAY-1];
	assign o_data = data_buf[0];
	always@(posedge i_clk) begin
		for (int i = 0; i < DELAY-1; ++i) begin
			data_buf[i] <= data_buf[i+1];
		end
		data_buf[DELAY-1] <= i_data;
	end
endmodule
==> summary.txt <==
Observations from the implementation run.

Outcome:
- The run finished with clean final reports.

Yosys:
- The cell-mix breakdown from Yosys lists the adder-cell area share as 0.
- The run gives the post-synthesis sequential element count as 24.
- The run puts the area share of the leading cell type in the synthesized netlist at 1.00.
- For this run, the register share of the synthesized area comes to 1.00.
- The run puts the simple logic cell fraction of the synthesized area at 0.
- Yosys attributes the largest share of cell area to edfxtp_1.
- The run puts the total of warnings raised by yosys at 0.
- The run puts the yosys synthesis chip area at roughly 720 um2.
- The cell type that accounts for the most area after synthesis is edfxtp_1.
- The run gives the synthesized cell area as 721 um2.
- The most used flip-flop cell after synthesis is edfxtp_1.
- After synthesis, the share of cell area in mux cells is 0.
- Counting instances in the post-synthesis netlist gives the leading cell types as edfxtp_1.
- After synthesis, the mean cell area works out to 30.0 um2.
- The run gives the post-synthesis async set-or-reset flop share as 0.
- The number of different library cells used by synthesis comes to 1.
- The run puts the number of enable flip-flop cells at 24.
- The run gives the gate count after technology mapping as 24.
- In this run, the synthesized area fraction spent on AND-OR/OR-AND gates is recorded as 0.
- Yosys stat counts 24 cells in the synthesized netlist.
- In this run, the synthesized area fraction spent on xor and xnor cells is recorded as 0.
- The most frequently used library cell after synthesis is edfxtp_1.

Placement:
- The run gives the last weighted congestion value of the routability-driven placer as 0.681.
- The run gives the count of placed standard cells including taps as around 150.
- Port buffering added 33 buffers.

Critical path:
- The run gives the depth of the worst register-to-register path as 1.
- The timing report attributes the biggest portion of critical-path delay to flip-flops.
- The run gives the start-to-end type of the worst setup path as reg2out.
- All stages included, the depth of the critical timing path comes to 1.
- The cell sequence reported for the critical path is dlygate4sd2_1.
- The run gives the category of the worst setup path launch point as a register.
- The run gives the top fanout value on the critical path as 2.
- STA classifies the critical path endpoint as an output pin.
- The run gives the master of the slowest instance on the critical path as edfxtp_1.
- The run gives the required time of the worst setup path as 0.96 ns.
- The run gives the buffering stage count on the worst path with inverters included as 1.
- In this design, the stage delay of the slowest critical-path cell is 0.39 ns.
- On the critical path the data arrives at 0.91 ns.

Clock tree:
- The run gives the maximum buffer depth of the clock tree as 2.
- The root buffer cell chosen for the clock tree is clkbuf_8.
- The run gives the H-tree depth as 1.
- The run puts the sink count of the clock tree at 24.
- The run gives the quantity of hold-fixing buffers added after cts as 0.
- The run gives the clock-pin slew reported for the worst setup and hold paths after clock tree synthesis as 0.07 ns.
- At the later pin of the worst-skew pair, clock insertion delay measures between 0.2 and 0.3 ns.
- TritonCTS built the clock tree.
- Buffers inserted during clock tree synthesis total 3.

Pwr:
- Dividing total power by cell area gives a power density of about 1300 nW/um2.
- The worst-case IR drop observed on VDD is 343 uV.
- The run gives the standby leakage power as 0.440 nW.

Run:
- The run puts the count of maximum capacitance violations at 0.
- The run puts the number of warnings the tools reported at 25.

Final layout:
- The run puts the count of multi-input combinational gates at 0.
- The run puts the number of flip-flops under the largest register name at 24.
- The run puts the logic area at 0 um2.
- The run gives the non-filler instance count after layout as about 160.
- The run puts the sequential standard cell area at 721 um2.
- The run gives the number of fill cells as 770.
- The run gives the fraction of layout instances using a drive strength above 1 as 0.109.
- The run gives the layout overhead on the synthesized area as 70.5%.

Detailed routing:
- The run gives the routed via count as 354.
- The run puts the antenna violation net count after detailed routing at 0.
- The run gives the number of detailed-route iterations in the first pass as 4.
- The run gives the residual DRC count as 0.
- The run gives the vias per cell as ~2.2.
- The run puts the total wirelength of the detailed-routed design at 1800 um.
- The run puts the number of inserted diodes at 0.
- Per the detail_route report, routed wire per instance is 11.3 um.
- The run puts the DRC marker count from the first detailed-route iteration at 31.

Global route:
- The run gives the number of global-route vias before repair as 385.
- Recorded from the global router log, the overflow total was 0.
- The run puts the pin count of the biggest net entering global routing at 25.
- The run gives the overall fraction of global-route tracks in use as 0.0321.
- The initial antenna violation count was 0.
- The first global-routing pass estimated 2600 um of wire.

Timing:
- In the final report, the number of pins over their slew limit comes to 0.
- The run puts the post-layout period usage of the worst path at 0.956.
- The run puts the number of setup violations in the final report at 0.
- Clock skew on the completed layout was measured at 0.000608 ns.
- The run puts the maximum clock frequency at 871 MHz.
- The transition time recorded at the tightest slew-check pin is 0.125 ns.
- Setup repair after global routing left no endpoint under its margin.
- The smallest clock period supported by the final layout is computed as 1.15 ns.
- The run gives the final hold slack as around 0.45 ns.
- In this run the tightest slew margin relative to its limit is 0.917.
- Endpoints failing hold in the final report were tallied at 0.

Floorplan:
- The floorplan step records an initial core utilization of 0.104.
- The run gives the placeable core region as just under 7000 um2.
- The run puts the number of placement rows at 30.
- The run puts the horizontal die dimension at 105 um.
- The run puts the die height at 105 um.
- The chip occupies 11,000 um2.
- The run gives the number of I/O pins as 34.

Worst hold path:
- The worst hold path belongs to the class reg2reg.
- The run gives the worst hold path depth as 0.
[per-stage QoR]
stage	power (W)	area [um2]	utilization	TNS (ns)	setup slack (ns)
4_1_cts	0.00159	1210	0.175	0	0.0118
5_1_grt	0.00166	1230	0.178	0	0.00459
3_5_place_dp	0.00120	1190	0.172	-1.08	-0.0458
3_3_place_gp	0.00119	1190	0.172	-0.703	-0.0297
6_report	0.00157	1230	0.178	0	0.0524
2_1_floorplan	0.00101	721	-	0	0.611
[cells by family after synthesis]
kind of cell and Yosys count:
flip-flops 24
[layer usage]
layer	track usage	part of all wire	routed length [um]	vias to the layer above
li1	-	-	-	176
met5	0	0	0	-
met3	0.0199	0.10	183	0
met4	0.00392	0	0	0
met1	0.0347	0.39	696	160
met2	0.0538	0.51	921	18
[final timing paths]
kind                                            from              endpoint  slack (ns)
worst min-delay path            o_data[10]$_DFFE_PP_  o_data[18]$_DFFE_PP_        0.45
worst min register to register  o_data[10]$_DFFE_PP_  o_data[18]$_DFFE_PP_        0.45
worst max register to register  o_data[15]$_DFFE_PP_  o_data[23]$_DFFE_PP_        0.44
worst max-delay path            o_data[15]$_DFFE_PP_            o_data[15]        0.05
[what timing repair did]
action / CTS / global route
gates cloned: 0 / 0
endpoints found under the setup margin: 24 / 5
gates resized: 24 / 3
setup buffers: 1 / 2
[area by class of cell]
class | instances | share of cell area
Tap cell | 96 | 0.0978
Sequential cell | 24 | 0.587
Clock buffer | 3 | 0.0336
Timing Repair Buffer | 37 | 0.282
[placed cells by master, fill, tap and decap left out, drive strengths merged]
cell           count
clkdlybuf4s15      3
clkbuf             3
clkdlybuf4s50      9
edfxtp            24
dlygate4sd2       21
buf                4
[power by group]
group | total, W | internal, W | switching [W]
Sequential | 0.00101 | 0.000991 | 0.0000207
Clock | 0.000434 | 0.000223 | 0.000211
Combinational | 0.000129 | 0.0000901 | 0.0000384
Total | 0.00157 | 0.00130 | 0.000270
Power figures rest on the tool's default switching activity, not on a simulated workload.
